`design/flow/config.mk`:
```
export PLATFORM = sky130hd
export DESIGN_NAME = ReOrderBuffer1
export DESIGN_NICKNAME = ReOrderBuffer1
export VERILOG_FILES = /design/flow/design.v
export SDC_FILE = /design/flow/constraint.sdc
export NUM_CORES = 4
export LEC_CHECK = 1
export CORE_AREA = 10 10 99 99
export DIE_AREA = 0 0 109 109
```
`design/flow/constraint.sdc`:
```
current_design ReOrderBuffer1

set clk_period 3.0
set clk_io_pct 0.2

create_clock -name clk0 -period $clk_period [get_ports {clk}]

set non_clock_inputs [all_inputs -no_clocks]
set_input_delay [expr $clk_period * $clk_io_pct] -clock clk0 $non_clock_inputs
set_output_delay [expr $clk_period * $clk_io_pct] -clock clk0 [all_outputs]
```
`design/flow/design.v`:
```
module ReOrderBuffer1 (
    input         clk,
    input         flush,          
    input         correction,     
    input  [3:0]  tag1, tag2, tag3, tag4,  
    input  [15:0] wData1, wData2,          
    input  [4:0]  dest1, dest2,            
    input  [1:0]  type1, type2,            
    input  [3:0]  correctionIndex,         
    output reg [27:0] data1, data2, data3, data4,  
    output reg [3:0]  index1, index2,              
    output reg [1:0]  wbType1, wbType2,            
    output reg [20:0] wbData1, wbData2,            
    output reg        stall                        
);
    reg [27:0] robEntries [0:15];
    reg [3:0] head;  
    reg [3:0] tail;  
    integer   count;
    integer i;
    function [20:0] pack_wb;
        input valid_bit;
        input [3:0] tag;
        input [15:0] data;
        begin
            pack_wb = {valid_bit, tag, data};  
        end
    endfunction
    initial begin
        for (i = 0; i < 16; i = i + 1)
            robEntries[i] = 28'b0;
        head  = 4'd0;
        tail  = 4'd0;
        count = 0;
        stall = 1'b0;
        index1 = 4'b0;
        index2 = 4'b0;
        data1 = 28'b0;
        data2 = 28'b0;
        data3 = 28'b0;
        data4 = 28'b0;
        wbType1 = 2'b00;
        wbType2 = 2'b00;
        wbData1 = 21'b0;
        wbData2 = 21'b0;
    end
    always @(posedge clk) begin
        index1 <= 4'b0;
        index2 <= 4'b0;
        data1  <= 28'b0;
        data2  <= 28'b0;
        data3  <= 28'b0;
        data4  <= 28'b0;
        wbType1 <= 2'b00;
        wbType2 <= 2'b00;
        wbData1 <= 21'b0;
        wbData2 <= 21'b0;
        if (flush) begin
            for (i = 0; i < 16; i = i + 1)
                robEntries[i] <= 28'b0;
            head  <= 4'd0;
            tail  <= 4'd0;
            count <= 0;
            stall <= 1'b0;
        end else if (correction) begin
            for (i = 0; i < 16; i = i + 1)
                robEntries[i] <= 28'b0;
            head  <= correctionIndex;
            tail  <= correctionIndex;
            count <= 0;
            stall <= 1'b0;
        end else begin
            for (i = 0; i < 16; i = i + 1) begin
                if (robEntries[i][27]) begin  
                    if (robEntries[i][25:22] == tag1) begin
                        robEntries[i][26] <= 1'b1;                   
                        robEntries[i][15:0] <= wData1;               
                    end
                    if (robEntries[i][25:22] == tag2) begin
                        robEntries[i][26] <= 1'b1;
                        robEntries[i][15:0] <= wData2;
                    end
                    if (robEntries[i][25:22] == tag3) begin
                        robEntries[i][26] <= 1'b1;
                    end
                    if (robEntries[i][25:22] == tag4) begin
                        robEntries[i][26] <= 1'b1;
                    end
                end
            end
            if ((count > 0) && (robEntries[head][27] == 1'b1) && (robEntries[head][26] == 1'b1)) begin
                index1 <= head;
                data1  <= robEntries[head];
                wbType1 <= robEntries[head][16:15];
                wbData1 <= pack_wb(robEntries[head][27], robEntries[head][25:22], robEntries[head][15:0]);
                robEntries[head] <= 28'b0;
                head <= head + 4'd1;
                count <= count - 1;
            end
            if ((count > 0) && (robEntries[head][27] == 1'b1) && (robEntries[head][26] == 1'b1)) begin
                index2 <= head;
                data2  <= robEntries[head];
                wbType2 <= robEntries[head][16:15];
                wbData2 <= pack_wb(robEntries[head][27], robEntries[head][25:22], robEntries[head][15:0]);
                robEntries[head] <= 28'b0;
                head <= head + 4'd1;
                count <= count - 1;
            end
            if ((count < 16) && (tag1 != 4'b0000)) begin
                robEntries[tail] <= {
                    1'b1,                  
                    1'b0,                  
                    tag1,                  
                    dest1[4:0],            
                    type1[1:0],            
                    16'b0                  
                };
                tail <= tail + 4'd1;
                count <= count + 1;
            end
            if ((count < 16) && (tag2 != 4'b0000)) begin
                robEntries[tail] <= {
                    1'b1,
                    1'b0,
                    tag2,
                    dest2[4:0],
                    type2[1:0],
                    16'b0
                };
                tail <= tail + 4'd1;
                count <= count + 1;
            end
            stall <= (count >= 16);
        end
    end
endmodule
```
`design/flow/run.sh`:
```
#!/bin/bash
# OpenROAD 26Q1-2900-gdf79404cd8, Yosys 0.63+post, stock flow scripts
make -C /OpenROAD-flow-scripts/flow DESIGN_CONFIG=/design/flow/config.mk WORK_HOME=/design/flow/orfs finish
```
==> summary.txt <==
Notes on the physical design

The run finished with clean final reports. The critical path depth in cells is 5. The detailed router's first-iteration violation count is 85. From the final report, the count of setup violators was given as 0. For this run, the detailed router's first-pass iteration total came to 4. For the worst-skew pair, the clock arrives at the later sink with an insertion delay of 0.28 ns. Together, buffers and inverters on the worst path number 0.

After synthesis, the mean cell area works out to 7.900 µm². For the final routed database, the setup TNS stands at 0 ns. The number of buffers inserted by post-CTS setup repair is 0. Summing over the stages, the warning tally comes to 85.

The count of mapped cells out of synthesis is 382. The buffer type at the clock tree root is sky130_fd_sc_hd__clkbuf_8. The fraction of synthesis flops using an asynchronous set or reset pin is 0. The kind of end point of the critical path is a register.

Synthesis instantiated 28 different standard cells from the library. After layout, the setup clock skew is reported as 0.004853 ns. The sum of overflow across all layers after global routing is 0. The clock-pin slew reported for the worst setup and hold paths after clock tree synthesis is 0.07 ns. The critical path is of the reg2reg type.

In this run the deepest clock path goes through 2 buffers. The number of hold violations in the final report is 0. For the finished layout, the period the worst path requires is 2.294 ns. The final period utilization is 0.7646. The number of cells on the worst reg-to-reg path is 5. For this run, design rule violations remaining after detail routing come to 0. The dominant cell type by area after synthesis is sky130_fd_sc_hd__buf_4. The number of global-route vias before repair is 2117. For this run the top cell type by instance count after synthesis was sky130_fd_sc_hd__buf_4. The share of synthesized area in the top cell type comes to 0.4129.

The count of library flops with an enable pin is 0. Pin placement for this block handled 236 I/O pins. The cell class contributing the biggest share of worst-path delay is simple AND/OR/NAND/NOR gates. The number of placement rows is 32. Yosys attributes the largest share of cell area to sky130_fd_sc_hd__buf_4, sky130_fd_sc_hd__dfxtp_1, sky130_fd_sc_hd__or4_1. TritonCTS built the clock tree. Post-CTS repair ended up resizing 0 cells. Overall routing resource usage recorded by global route was 0.1003. The maximum clock frequency is 436.0 MHz. The launch instance of the worst min-delay path is count[29]$_SDFFE_PP0P_. The worst flop-to-flop path endpoint is count[29]$_SDFFE_PP0P_. The kind of start point of the critical path is a register. The warning tally printed by Yosys for this design is 1. The total number of vias is 2123. The flip-flop cell with the highest count after synthesis is sky130_fd_sc_hd__dfxtp_1. Yosys stat counts 382 cells in the synthesized netlist. The x dimension of the die is 109 µm.

Nets still carrying antenna violations after routing amount to 0. Per the summary, power density relative to cell area is 297.7 nW/µm². TritonCTS created 5 clock buffers. The repair_antennas step left the layout with diodes totalling 0. The leakage power summed over all cells is 1.107 nW. The routed length per placed instance is 12.88 µm.

The sequential-to-total area share from yosys stat is 0.2189. The aggregate routed wire length is 6376 µm. The path class of the tightest hold or removal check is reg2reg. The height of the die is 109 µm. The first-pass GRT wire length is 10140 µm. The end point of the most critical hold path is count[29]$_SDFFE_PP0P_. Data on the critical path is required at its endpoint by 3.21 ns.

The most repeated library cell on the critical path is sky130_fd_sc_hd__nand4_1. The total area inside the core boundary comes to 7727 µm². The number of antenna violations at the first check in global routing is 0. Sorting the synthesized cells by how often they occur yields sky130_fd_sc_hd__buf_4, sky130_fd_sc_hd__dfxtp_1, sky130_fd_sc_hd__a21oi_1, sky130_fd_sc_hd__or4_1, sky130_fd_sc_hd__o31ai_1. The max-slew check reports its worst relative slack as 0.4386. Setup repair after global routing left no endpoint under its margin. The count of hold buffers inserted by post-cts repair is 0. In the final layout, the share of cells above drive strength 1 is 0.04835. The largest driver fanout on the critical path is 8. Along the worst hold path, the cell count comes to 2. Per the STA report, the cell with the highest stage delay on the worst path is sky130_fd_sc_hd__nor4_2.

The flop-to-flop setup slack is 0.71 ns. After floorplanning, the die was sized to cover 11880 µm². In this design, the stage delay of the slowest critical-path cell is 0.80 ns.

The routability congestion estimate is 0.8154. In this run, synthesis produced a sequential element count of 33. The finished layout holds 495 standard cells, fillers aside. The number of slew-limit violations in the final report is 0. After detailed placement, the design holds a cell count of 487. The arrival time reported for the critical path endpoint is 2.51 ns. The mapped cell area is 3018 µm². The maximum resistive drop on vdd is 0.0001414 V. The signal on the critical path passes through nand4_1 -> nor4_2 -> nand4_1 -> or4_1 -> a21oi_1.

The pin count of the biggest net entering global routing is 38. The number of vias per cell is 4.289. The number of buffers added on ports is 11. The start of the worst register-to-register path is count[5]$_SDFFE_PP0P_.

Clock tree synthesis found a total of 33 sinks. The measured slew at the worst slew-check pin is 0.8351 ns. Per the run report, area growth between synthesis and finish was -10.28%.

In the floorplan report the effective utilization is 0.3905. The report counts max-capacitance violations totalling 0. Note, the detailed placer reported a final HPWL of 4997 µm. The yosys synthesis chip area is 3018 µm². In this run the number of H-tree levels came out at 2.
[routing by layer]
layer,up-vias,routed length (µm),track usage
met4,0,51,0.007533
li1,1055,-,-
met3,7,699,0.04062
met5,-,0,0
met2,114,2895,0.1637
met1,947,2729,0.1277
[power breakdown]
group          internal (mW)  switching (mW)  total, mW  leakage, nW
Clock                  0.161           0.161      0.322       0.0450
Sequential             0.439         0.00192      0.441        0.266
Combinational         0.0149          0.0282     0.0431        0.796
[worst max-delay path by stage]
stage / from / endpoint
finish: count[5]$_SDFFE_PP0P_ / count[29]$_SDFFE_PP0P_
global route: count[5]$_SDFFE_PP0P_ / count[29]$_SDFFE_PP0P_
CTS: count[5]$_SDFFE_PP0P_ / count[29]$_SDFFE_PP0P_
[tightest hold or removal path: cells and delay by family (launching register included)]
family	cells	cell delay, ns
AOI/OAI and AO/OA	2	0.11
DFF	1	0.32
[through the flow]
stage	power [mW]	cell area (µm²)	util	hold WS, ns	setup WS (ns)
finish	0.8062	2708	0.3504	0.4888	0.7062
global route	0.8523	2708	0.3504	0.5172	0.4413
CTS	0.8233	2708	0.3504	0.4934	0.7249
detailed placement	0.4998	2625	0.3397	0.4735	0.7199
global placement	0.5023	2625	0.3397	0.4687	0.7140
floorplan	0.6154	3637	-	0.4469	0.9751
[layout make-up]
class | count | area [µm²]
Clock inverter | 2 | 10.01
Multi-Input combinational cell | 330 | 1659
Timing Repair Buffer | 18 | 162.7
Tap cell | 102 | 127.6
Clock buffer | 6 | 72.57
Sequential cell | 33 | 660.6
Fill cell | 808 | 5020
Inverter | 4 | 15.01
[registers in the layout, summed over array words and instances, names as in the netlist]
register / flops
count: 32
stall: 1
[cell usage in the layout (no fill, tap or decap), types with 2 or more instances in the layout]
master / netlist / layout
sky130_fd_sc_hd__or3_1: 5 / 5
sky130_fd_sc_hd__or4_1: 26 / 26
sky130_fd_sc_hd__clkdlybuf4s50_1: 0 / 11
sky130_fd_sc_hd__nor4_1: 7 / 7
sky130_fd_sc_hd__and4_1: 5 / 5
sky130_fd_sc_hd__nor3_1: 2 / 2
sky130_fd_sc_hd__and2_1: 2 / 2
sky130_fd_sc_hd__nor4_2: 2 / 2
sky130_fd_sc_hd__conb_1: 1 / 166
sky130_fd_sc_hd__nand3_1: 13 / 13
sky130_fd_sc_hd__nand2_1: 15 / 15
sky130_fd_sc_hd__dfxtp_1: 33 / 33
sky130_fd_sc_hd__buf_4: 166 / 7
sky130_fd_sc_hd__and3_1: 2 / 2
sky130_fd_sc_hd__o31ai_1: 23 / 23
sky130_fd_sc_hd__o21ai_0: 7 / 7
sky130_fd_sc_hd__inv_1: 4 / 4
sky130_fd_sc_hd__ha_1: 2 / 2
sky130_fd_sc_hd__nor2_1: 6 / 6
sky130_fd_sc_hd__nand4_1: 12 / 12
sky130_fd_sc_hd__a21oi_1: 29 / 29
sky130_fd_sc_hd__clkinv_2: 0 / 2
sky130_fd_sc_hd__clkbuf_8: 0 / 5
[cell families (layout without fill, tap and decap cells)]
group                      count (synthesis)  in the layout  share of synthesized area
AOI/OAI and AO/OA                         63             63                     0.1306
buffers and inverters                    184             30                     0.4403
adders and majority gates                  2              2                   0.008291
other                                      1            166                   0.001243
and+or+nand+nor                           99             99                     0.2007
DFF                                       33             33                     0.2189
Power figures rest on the tool's default switching activity, not on a simulated workload.
