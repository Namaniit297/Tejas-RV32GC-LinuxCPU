==> flow/design.v <==
module alu_optimized_onehot (
    input  wire [31:0] A,
    input  wire [31:0] B,
    input  wire [6:0]  s_one_hot,    
    output wire [31:0] result
);
    wire is_sub = s_one_hot[1];  
    wire [32:0] add_sub_full = {1'b0, A} + {1'b0, (is_sub ? ~B : B)} + is_sub;
    wire [31:0] add_sub_res = add_sub_full[31:0];
    wire [31:0] xor_res = A ^ B;
    wire [31:0] or_res = A | B;
    wire [31:0] and_res = A & B;
    wire [31:0] shr_res = A >> B[4:0];
    wire [31:0] shl_res = A << B[4:0];
    wire [31:0] t0 = s_one_hot[0] ? add_sub_res : 32'd0;  
    wire [31:0] t1 = s_one_hot[1] ? add_sub_res : 32'd0;  
    wire [31:0] t2 = s_one_hot[2] ? xor_res     : 32'd0;  
    wire [31:0] t3 = s_one_hot[3] ? or_res      : 32'd0;  
    wire [31:0] t4 = s_one_hot[4] ? and_res     : 32'd0;  
    wire [31:0] t5 = s_one_hot[5] ? shr_res     : 32'd0;  
    wire [31:0] t6 = s_one_hot[6] ? shl_res     : 32'd0;  
    assign result = t0 ^ t1 ^ t2 ^ t3 ^ t4 ^ t5 ^ t6;
endmodule
==> flow/run.sh <==
#!/bin/bash
# OpenROAD 26Q1-2900-gdf79404cd8, Yosys 0.63+post, stock flow scripts
make -C /OpenROAD-flow-scripts/flow DESIGN_CONFIG=/design/flow/config.mk WORK_HOME=/design/flow/orfs finish
==> flow/config.mk <==
export PLATFORM = sky130hd
export DESIGN_NAME = alu_optimized_onehot
export DESIGN_NICKNAME = alu_optimized_onehot
export VERILOG_FILES = /design/flow/design.v
export SDC_FILE = /design/flow/constraint.sdc
export NUM_CORES = 4
export LEC_CHECK = 1
export CORE_UTILIZATION = 50
==> flow/constraint.sdc <==
current_design alu_optimized_onehot

set clk_period 10.9
set clk_io_pct 0.2

create_clock -name clk0 -period $clk_period

set non_clock_inputs [all_inputs -no_clocks]
set_input_delay [expr $clk_period * $clk_io_pct] -clock clk0 $non_clock_inputs
set_output_delay [expr $clk_period * $clk_io_pct] -clock clk0 [all_outputs]
==> results_tabular.tex <==
% Generated from flow reports
\begin{tabular}{lr}
\hline
Metric & Value \\
\hline
\multicolumn{2}{l}{\textbf{Status}} \\
Outcome & completed \\
\multicolumn{2}{l}{\textbf{Detailed routing}} \\
Remaining number of nets flagged by the antenna check after routing & 0 \\
Via-per-instance ratio & 6.01 \\
Total Routed Length & 31400 um \\
\# DRC & 0 \\
Per-cell routed wire length & 21.4 um \\
Overall via count from detail\_route & 8806 \\
Antenna Diode Count & 0 \\
First-pass detailed-route iteration total & 20 \\
DR iter-0 viols & 721 \\
\multicolumn{2}{l}{\textbf{Final layout}} \\
Area used by multi-input combinational logic & 8160 um\^{}2 \\
Filler Cells Inserted & 1706 \\
Flop Count & 0 \\
Sequential cell area & 0 um\^{}2 \\
Tally of clock buffers in the finished layout & 0 \\
Commonest cells after routing, fill and taps aside & 172 x sky130\_fd\_sc\_hd\_\_xnor2\_1, 169 x sky130\_fd\_sc\_hd\_\_nand2\_1, 103 x sky130\_fd\_sc\_hd\_\_ha\_1 \\
Top cell excl fill/tap & sky130\_fd\_sc\_hd\_\_xnor2\_1 \\
Layout Area Growth over Synthesis & 12.4\% \\
Post-route cell area & 9850 um\^{}2 \\
Fraction of final layout cells sized beyond drive strength 1 & 7.98\% \\
\multicolumn{2}{l}{\textbf{Setup path}} \\
Worst Setup End Kind & output pin \\
CP delay by family, top & AND-OR/OR-AND gates \\
Peak fanout along the critical path & 31 \\
CP max stage cell & sky130\_fd\_sc\_hd\_\_o41a\_1 \\
Critical path class & in2out \\
Slowest stage delay, CP & 0.48 ns \\
Arrival @ worst endpoint & 5.99 ns \\
WP data required & 8.72 ns \\
Sequence of cells on the critical path & clkdlybuf4s50\_1 > buf\_4 > xor2\_1 > ha\_1 > a21oi\_1 > a21boi\_1 > and4\_1 > o41a\_1 > o21a\_1 > o211a\_1 > o211a\_1 > a211o\_1 > clkdlybuf4s50\_1 \\
Bufs and invs on worst path & 3 \\
Startpoint Class & primary input \\
\multicolumn{2}{l}{\textbf{Final timing}} \\
Slew at the pin with the worst max-slew slack & 0.772 ns \\
Fin Setup TNS & 0 ns \\
Max-slew violation count & 0 \\
Setup repair after global routing missed its margin & no \\
Final hold slack & 5.54 ns \\
Final critical path time including I/O delays and setup & 8.17 ns \\
Final hold vios & 0 \\
Final setup violation count & 0 \\
Max-Slew Margin vs Limit & 48.5\% \\
Peak clock frequency supported by timing & 122 MHz \\
Final critical-path share of the clock period & 75.0\% \\
\multicolumn{2}{l}{\textbf{Placed design}} \\
I/O Buffers & 103 \\
Placed Instance Area & 9850 um\^{}2 \\
Final HPWL from detailed placement & 24700 um \\
Last weighted congestion value of the routability-driven placer & 1.04 \\
\multicolumn{2}{l}{\textbf{Die}} \\
FP Rows & 48 \\
Ports & 103 \\
Area of the core region & 17200 um\^{}2 \\
Die outline area & 18100 um\^{}2 \\
Horizontal die dimension & 134 um \\
Die Span Y & 134 um \\
Initial core utilization & 51.0\% \\
\multicolumn{2}{l}{\textbf{Power and ir drop}} \\
Static Leakage & 4.20 nW \\
Pwr Density & 75.7 nW/um\^{}2 \\
Highest ir drop seen on vdd & 51.0 uV \\
\multicolumn{2}{l}{\textbf{Global route}} \\
Number of global-route vias before repair & 8115 \\
Largest net degree at the start of global routing & 63 \\
Total routing resource utilization after global routing & 36.3\% \\
First-pass GRT wire length & 48600 um \\
Sum of overflow across all layers after global routing & 0 \\
Antenna violations before repair & 0 \\
\multicolumn{2}{l}{\textbf{CTS}} \\
Number of setup buffers added after CTS & 0 \\
Cell resize tally after clock tree synthesis & 0 \\
Quantity of hold-fixing buffers added after cts & 0 \\
\multicolumn{2}{l}{\textbf{Synth}} \\
Synthesized netlist cell count & 1197 \\
Number of distinct standard cells referenced by the synthesized netlist & 65 \\
Count of synthesis-stage warnings from yosys & 0 \\
Cell total in the yosys stat output & 1197 \\
Per-instance average area after synthesis & 7.32 um\^{}2 \\
Mapped cell area & 8760 um\^{}2 \\
Total cell area reported by yosys after synthesis & 8760 um\^{}2 \\
Synth Seq Share & 0\% \\
\multicolumn{2}{l}{\textbf{Run}} \\
Log Warnings & 72 \\
Maximum Capacitance Violations & 0 \\
\multicolumn{2}{l}{\textbf{Worst hold path}} \\
Type of the worst min-delay path & in2out \\
\hline
\end{tabular}
==> kinds of logic after synthesis <==
logic type               count (synthesis)  synth area share, %
AND-OR/OR-AND                          209                 15.6
buffers and inverters                  148                 6.83
AND/OR/NAND/NOR                        399                 20.9
XOR/XNOR                               211                 21.1
multiplexers                           126                 20.7
adder cells (fa/ha/maj)                104                 14.9
==> report_power, final <==
| part | switching, mW | internal (mW) |
|---|---|---|
| clock network | 0 | 0 |
| registers | 0 | 0 |
| logic | 0.376 | 0.369 |
| total | 0.376 | 0.369 |
==> layout make-up <==
type	count	area share, %
multi-input cells	1049	82.9
repair buffers	120	11.5
well taps	225	2.86
inverters	71	2.71
==> worst paths after layout <==
kind                          from         end  slack, ns  cells past startpoint
worst max-delay path          B[4]  result[23]       2.73                     13
worst min-delay path  s_one_hot[5]   result[0]       5.54                      5
==> cells in the mapped netlist, drive strengths merged, types with 16 or more instances <==
cell type    n  area, um^2
xnor2      172        1510
clkbuf      48         180
a21oi       50         250
buf         29         151
mux2i       58         584
inv         70         263
nor3        21         105
nand2b      21         131
nand3       28         140
nand2      169         634
ha         103        1290
o22ai       16         100
mux4        41         923
xor2        39         342
a21o        22         165
nor2        81         304
o21ai       46         234
nor2b       25         156
mux2        27         304
==> metrics by stage <==
step | total power [mW] | worst slack [ns] | util, % | instances
floorplan | 0.458 | 3.23 | - | 1197
global route | 0.808 | 2.48 | 57.3 | 1465
detailed placement | 0.731 | 2.76 | 57.3 | 1465
CTS | 0.738 | 2.74 | 57.3 | 1465
finish | 0.745 | 2.73 | 57.3 | 1465
global placement | 0.736 | 2.78 | 57.3 | 1465
==> layer usage <==
| metal | global-route usage, % | wire length, um | vias to the layer above |
|---|---|---|---|
| met5 | 2.78 | 32 | - |
| met4 | 7.68 | 742 | 2 |
| met3 | 6.67 | 2610 | 40 |
| met2 | 52.8 | 13300 | 383 |
| met1 | 55.9 | 14700 | 4152 |
| li1 | - | - | 4229 |
==> tightest hold or removal path, stage by stage <==
cell and delay [ns]:
sky130_fd_sc_hd__clkdlybuf4s50_1 0.39, sky130_fd_sc_hd__buf_4 0.22, sky130_fd_sc_hd__nand2_1 0.10, sky130_fd_sc_hd__xnor2_1 0.07, sky130_fd_sc_hd__clkdlybuf4s50_1 0.39
No activity file was given, so power comes from the tool's default toggle rates.
