==> design/flow/config.mk <==
export PLATFORM = sky130hd
export DESIGN_NAME = instruction_memory
export DESIGN_NICKNAME = instruction_memory
export VERILOG_FILES = /design/flow/design.v
export SDC_FILE = /design/flow/constraint.sdc
export NUM_CORES = 4
export LEC_CHECK = 1
export CORE_UTILIZATION = 50
==> design/flow/constraint.sdc <==
current_design instruction_memory

set clk_period 4.2
set clk_io_pct 0.2

create_clock -name clk0 -period $clk_period

set non_clock_inputs [all_inputs -no_clocks]
set_input_delay [expr $clk_period * $clk_io_pct] -clock clk0 $non_clock_inputs
set_output_delay [expr $clk_period * $clk_io_pct] -clock clk0 [all_outputs]
==> design/flow/design.v <==
module instruction_memory (
    input  [63:0] inst_address,
    output reg [31:0] instruction
);
    reg [7:0] inst_mem [87:0];
    initial begin
        {inst_mem[3],  inst_mem[2],  inst_mem[1],  inst_mem[0]}   = 32'h00000913;  
        {inst_mem[7],  inst_mem[6],  inst_mem[5],  inst_mem[4]}   = 32'h00000433;  
        {inst_mem[11], inst_mem[10], inst_mem[9],  inst_mem[8]}   = 32'h04b40863;  
        {inst_mem[15], inst_mem[14], inst_mem[13], inst_mem[12]}  = 32'h00800eb3;  
        {inst_mem[19], inst_mem[18], inst_mem[17], inst_mem[16]}  = 32'h000409b3;  
        {inst_mem[23], inst_mem[22], inst_mem[21], inst_mem[20]}  = 32'h013989b3;  
        {inst_mem[27], inst_mem[26], inst_mem[25], inst_mem[24]}  = 32'h013989b3;  
        {inst_mem[31], inst_mem[30], inst_mem[29], inst_mem[28]}  = 32'h013989b3;  
        {inst_mem[35], inst_mem[34], inst_mem[33], inst_mem[32]}  = 32'h02be8663;  
        {inst_mem[39], inst_mem[38], inst_mem[37], inst_mem[36]}  = 32'h001e8e93;  
        {inst_mem[43], inst_mem[42], inst_mem[41], inst_mem[40]}  = 32'h00898993;  
        {inst_mem[47], inst_mem[46], inst_mem[45], inst_mem[44]}  = 32'h00093d03;  
        {inst_mem[51], inst_mem[50], inst_mem[49], inst_mem[48]}  = 32'h0009bd83;  
        {inst_mem[55], inst_mem[54], inst_mem[53], inst_mem[52]}  = 32'h01bd4463;  
        {inst_mem[59], inst_mem[58], inst_mem[57], inst_mem[56]}  = 32'hfe0004e3;  
        {inst_mem[63], inst_mem[62], inst_mem[61], inst_mem[60]}  = 32'h01a002b3;  
        {inst_mem[67], inst_mem[66], inst_mem[65], inst_mem[64]}  = 32'h01b93023;  
        {inst_mem[71], inst_mem[70], inst_mem[69], inst_mem[68]}  = 32'h0059b023;  
        {inst_mem[75], inst_mem[74], inst_mem[73], inst_mem[72]}  = 32'hfc000ce3;  
        {inst_mem[79], inst_mem[78], inst_mem[77], inst_mem[76]}  = 32'h00140413;  
        {inst_mem[83], inst_mem[82], inst_mem[81], inst_mem[80]}  = 32'h00890913;  
        {inst_mem[87], inst_mem[86], inst_mem[85], inst_mem[84]}  = 32'hfa000ae3;  
    end
    always @(*) begin
        instruction[7:0]   = inst_mem[inst_address + 0];
        instruction[15:8]  = inst_mem[inst_address + 1];
        instruction[23:16] = inst_mem[inst_address + 2];
        instruction[31:24] = inst_mem[inst_address + 3];
    end
endmodule
==> design/flow/run.sh <==
#!/bin/bash
# OpenROAD 26Q1-2900-gdf79404cd8, Yosys 0.63+post, stock flow scripts
make -C /OpenROAD-flow-scripts/flow DESIGN_CONFIG=/design/flow/config.mk WORK_HOME=/design/flow/orfs finish
==> results.txt <==
Die height -> 97.7 microns
Chip Area, Yosys -> 0.00458 sq mm
Min Hold Slack -> 2.58 ns
Largest area contributor in the netlist -> nand2_1
Worst-path cell chain -> buf_2, inv_2, buf_4, ha_1, buf_12, nor2_1, a21oi_1, a2bb2oi_1, nor2_1, a2111oi_2, o21ai_1, clkdlybuf4s50_1
Slew Limit Fails -> 0
I/O Buffers -> 39
Crit path kind -> primary input to output port
Drt initial violations -> 706
Tool Warnings -> 104
Total of max-cap violations -> 0
First-pass GRT wire length -> 31700 microns
Fraction of layout instances using a drive strength above 1 -> 27.9%
Vias per inst -> 6.86
Pre-Place Util -> 52.0%
Final setup vio count -> 0
Remaining global-route overflow -> 0
Critical Path End Type -> output port
Synth Seq Share -> 0%
Yosys cell types -> 78
Pwr Density -> 156 mW/mm^2
Slowest cell on the critical path -> clkdlybuf4s50_1
Post-Syn Instances -> 752
Initial antenna violation count -> 0
CP arrival -> 3.34 ns
Outcome -> complete, but fails checks
Crit-path most repeated cell -> nor2_1
Period utilisation layout -> 99.6%
TritonRoute pass-1 iters -> 49
Setup TNS -> 0 ns
Mean Syn Cell Area -> 6.09 sq um
Relative slew slack -> 53.8%
Hold/Removal Path Class -> primary input to output port
Leak Pwr -> 2.68 nW
Total track usage -> 41.3%
IO Count -> 96
Top cells, area -> nand2_1 8.1%, a21oi_1 8.0%, o21ai_0 6.9%
RePlAce Congestion -> 1.02
Post-synthesis to final-layout area growth -> 42.1%
YS warnings -> 1
Worst Tran Pin Value -> 0.688 ns
Tmin final -> 4.18 ns
Vias after detailed routing -> 6891
FP Rows -> 34
Area of the core -> 0.00881 sq mm
Vias in the first global route -> 6097
Diodes inserted -> 0
Remaining DRCs -> 3
Fmax achieved -> 239 MHz
CP Max Fanout -> 22
Final ANT Viol Nets -> 0
Die ar. -> 0.00955 sq mm
VDD IR max -> 0.0000982 V
Die X -> 97.7 microns
Failing checks -> DRC
Flops -> 0
Post-Syn Area -> 0.00458 sq mm
WL per Instance -> 20.0 microns
Detailed Place HPWL -> 14300 microns
CP Launch Type -> primary input
RSZ-0062 raised after global routing -> true
Crit path required time -> 3.36 ns
Top cell area share -> 8.11%
Clock buffer count -> 0
Reg area -> 0 sq um
Hold_buf cts -> 0
Hold Vio Cnt, Final -> 0
Final WL -> 20100 microns
Cell count in the Yosys report -> 752
CP peak stage delay -> 0.43 ns
Largest net degree at the start of global routing -> 48
## cell type report
class / instances / area (sq um)
tap: 108 / 135
fill: 681 / 2290
multi-input combinational: 650 / 4310
timing repair buffer: 233 / 2010
inverter: 14 / 55.1
## worst paths after layout
path	slack [ns]	endpoint	depth (start not counted)	from
setup / recovery	0.02	instruction[12]	12	inst_address[0]
hold / removal	2.58	instruction[8]	5	inst_address[1]
## cell usage after synthesis (5+ instances only)
cell type,count
ha_1,19
nand2_1,99
nor2b_1,7
inv_1,9
a22oi_1,9
o21ai_0,63
a31oi_1,20
o22ai_1,10
o31ai_1,11
mux2i_1,12
nand2b_1,9
xor2_1,7
a21oi_1,73
clkbuf_1,38
buf_2,34
nor2_1,68
a2bb2oi_1,5
buf_1,12
o221ai_1,7
xnor2_1,18
a221oi_1,8
nand3_1,29
o311ai_0,5
a2111oi_0,5
a311oi_1,8
a211oi_1,17
xnor2_2,7
mux4_2,5
nor3_1,23
o211ai_1,17
and2_1,6
## where the power goes
part	internal, W	switching (W)
registers	0	0
clock network	0	0
logic	0.000493	0.000525
total	0.000493	0.000525
## per-stage QoR
stage	cell area, sq um	power (W)	cells	utilization [%]	setup slack, ns
2_1_floorplan	4580	0.000521	752	-	0.218
4_1_cts	6350	0.000966	1002	72.1	0.00457
3_3_place_gp	6260	0.000935	1002	71.1	-0.460
6_report	6510	0.00102	1005	73.9	0.0180
3_5_place_dp	6260	0.000946	1002	71.1	-0.448
5_1_grt	6510	0.00109	1005	73.9	-0.0955
## routing by layer
layer | vias to the layer above | GRT usage, % | share of wire, %
li1 | 3134 | - | -
met1 | 3136 | 59.3 | 40
met2 | 544 | 63.4 | 43
met3 | 77 | 5.93 | 13
met4 | 0 | 14.6 | 4.0
met5 | - | 0 | 0
## placed cells by master, fill, tap and decap left out, drive strengths merged, types with 9 or more instances in the layout
cell	instances
nand3	30
clkdlybuf4s50	33
a211oi	17
o22ai	10
buf	197
nand2	100
xnor2	25
o21ai	65
mux2i	12
inv	13
o31ai	11
ha	19
nand2b	9
nor2	69
a21oi	74
a22oi	9
a31oi	20
o211ai	17
nor3	24
## critical path: cells and delay by family
family          cells  cell delay [ns]
buf+inv             5             1.15
simple gates        2             0.24
compound gates      4             0.78
fa+ha+maj           1             0.33
## kinds of logic (layout without fill, tap and decap cells)
kind of cell / count (synthesis) / count (layout) / share of synthesized area (%)
and+or+nand+nor: 270 / 270 / 27.0
muxes: 18 / 18 / 5.33
xor gates and xnor gates: 33 / 33 / 7.62
buffers and inverters: 102 / 247 / 9.61
AOI/OAI and AO/OA: 310 / 310 / 45.3
adders and majority gates: 19 / 19 / 5.19
## what timing repair did
item / CTS / global route
gates resized: 23 / 26
setup endpoints to repair: 32 / 24
gates cloned: 0 / 0
pin swaps: 4 / 9
buffers inserted: 0 / 3
Power figures rest on the tool's default switching activity, not on a simulated workload.
