**flow/constraint.sdc**
```tcl
current_design BTB

set clk_period 6.7
set clk_io_pct 0.2

create_clock -name clk0 -period $clk_period

set non_clock_inputs [all_inputs -no_clocks]
set_input_delay [expr $clk_period * $clk_io_pct] -clock clk0 $non_clock_inputs
set_output_delay [expr $clk_period * $clk_io_pct] -clock clk0 [all_outputs]
```
**flow/design.v**
```verilog
module BTB (
    output reg [31:0] BTB_Target,
    input [31:0] PC,
    input [31:0] BTB_Addr,
    input [31:0] BTB_Entry
);
    reg [31:0] BTB_Table [0:15];
    integer i;
    initial begin
        for (i = 0; i < 16; i = i + 1) begin
            BTB_Table[i] = 32'b0;
        end
    end
    always @(PC) begin
        BTB_Target = BTB_Table[PC[3:0]];
    end
    always @(BTB_Addr or BTB_Entry) begin
        BTB_Table[BTB_Addr[3:0]] = BTB_Entry;  
    end
endmodule
```
**flow/config.mk**
```make
export PLATFORM = sky130hd
export DESIGN_NAME = BTB
export DESIGN_NICKNAME = BTB
export VERILOG_FILES = /design/flow/design.v
export SDC_FILE = /design/flow/constraint.sdc
export NUM_CORES = 4
export LEC_CHECK = 1
export CORE_UTILIZATION = 50
```
**flow/run.sh**
```bash
#!/bin/bash
# OpenROAD 26Q1-2900-gdf79404cd8, Yosys 0.63+post, stock flow scripts
make -C /OpenROAD-flow-scripts/flow DESIGN_CONFIG=/design/flow/config.mk WORK_HOME=/design/flow/orfs finish
```
==> impl_metrics.json <==
{
  "edf_count": 0,
  "synth_cells": 1142,
  "period_used_pct": 81.4,
  "status": "finished, final reports clean",
  "untimed_endpoints": 512,
  "warnings": 88,
  "antenna_found_initial": 1,
  "synth.distinct_cells": 38,
  "synthToLayoutAreaGrowth_pct": 9.12,
  "synth_area_per_cell_sq_um": 10.4,
  "synth_flop_count": 512,
  "cp-start-kind": "input port",
  "vias": 8652,
  "placed_area_sq_mm": 0.0130,
  "synth_chip_area_sq_mm": 0.0119,
  "path_cells": "buf_4 > buf_4 > and2_1 > nor2b_2 > buf_4 > a22oi_1 > o221ai_1 > o22a_1 > clkdlybuf4s50_1",
  "grt_pass1_vias": 7990,
  "dr.pass1.iters": 5,
  "worst_path_most_repeated_cell": "buf_4",
  "synth-main-ff-cell": "dlxtn_1",
  "ir_drop_mv": 0.0359,
  "fp_util_pct": 50.9,
  "cts_resized": 0,
  "postCtsSetupBuffers": 0,
  "io_pins": 128,
  "hold_path.class": "input port to output port",
  "die_width_um": 156,
  "worst_slew_pin_slew_ns": 0.864,
  "wl_um": 31200,
  "grtUsageMet1_pct": 44.8,
  "max_slew_margin_pct": 42.2,
  "grt_use_total_pct": 27.6,
  "p_leak_uw": 0.00596,
  "rows": 56,
  "grt_pass1_wl_um": 48300,
  "synthArstFlopShare_pct": 0,
  "aoi_share_pct": 20.7,
  "crit_arrival_ns": 4.11,
  "fin_crit_ns": 5.45,
  "routedWlPerCell_um": 20.8,
  "vias_per_cell": 5.77,
  "max_clock_freq_ghz": 0.183,
  "unclocked_pins": 512,
  "setup_viol": 0,
  "critPathMaxFanout": 45,
  "netlist_area_sq_mm": 0.0119,
  "cts-hold-fix-buffers": 0,
  "grt_overflow": 0,
  "setup_tns_ns": 0,
  "ys_sh_simple_pct": 6.21,
  "synth.area.mux_share_pct": 4.41,
  "dp_hpwl_um": 19100,
  "path_buffers": 4,
  "final_area_sq_mm": 0.0130,
  "crit_path_top_delay_cell": "buf_4",
  "grt_start_max_net_pins": 50,
  "die_area_sq_mm": 0.0244,
  "drc": 0,
  "cp-end-kind": "output port",
  "route.antenna.remaining_nets": 0,
  "drv_cap": 0,
  "critPathMaxStageDelay_ns": 0.47,
  "cp_top_family": "buffers and inverters",
  "ys_warn_count": 2,
  "drive_gt1_share_pct": 5.85,
  "core_sq_mm": 0.0234,
  "finalHoldViolCount": 0,
  "logic_family": "AND-OR/OR-AND gates",
  "top_usage_layer": "met1",
  "drtIter0Drc": 552,
  "yosys.area_share.xor_xnor_pct": 0,
  "nFillCells": 2116,
  "ys_sh_adder_pct": 0,
  "use_met3_pct": 3.72,
  "hold_ws_ns": 3.82,
  "rsz0062_at_grt": "false",
  "critPathRequiredTime_ns": 5.36,
  "slew_viol_final": 0,
  "io_buffers": 72,
  "yosys_cells": 1142,
  "use_met2_pct": 43.5,
  "place_congestion": 0.826,
  "largest_reg_flops": 512,
  "power_per_cell_area_mw_per_mm2": 52.3,
  "path_class": "input port to output port",
  "fp.dieH_um": 156
}
-- cells by family after synthesis --
kind of cell | Yosys count
latches | 512
compound gates | 321
simple gates | 153
buf+inv | 105
mux | 51
-- final timing paths --
kind | start | endpoint | slack [ns] | cells after the start
max | PC[1] | BTB_Target[29] | 1.25 | 9
min | PC[1] | BTB_Target[30] | 3.82 | 6
-- cell type report --
type	instances	area, sq um	share of cell area, %
Inverter	26	97.6	0.751
Antenna cell	1	2.50	0.0192
Sequential cell	512	7690	59.1
Tap cell	319	399	3.07
Timing Repair Buffer	116	1050	8.07
Multi-Input combinational cell	525	3760	29.0
-- metrics by stage --
stage / std cells / setup slack (ns) / power, uW / utilization [%]
finish: 1499 / 1.25 / 681 / 55.5
global route: 1499 / 1.08 / 733 / 55.5
CTS: 1498 / 1.28 / 684 / 55.5
detailed placement: 1498 / 1.29 / 682 / 55.5
global placement: 1498 / 1.29 / 677 / 55.5
floorplan: 1142 / 2.77 / 479 / -
-- per-layer routing --
layer | wire [um] | share of wire [%]
met1 | 14800 | 47
met2 | 14300 | 46
met3 | 1860 | 5.9
met4 | 299 | 0.96
met5 | 0 | 0
-- power breakdown --
group	total (uW)	internal (uW)	switching, uW	leakage (uW)
Combinational	414	187	227	0.00179
Clock	0.0000200	0.0000200	0	0.00000000634
Sequential	267	233	33.3	0.00417
-- synth_stat cells (5+ instances only) --
library cell,n,area (sq um)
dlxtn_1,512,7690
buf_6,6,67.6
a21oi_1,21,105
mux2_2,12,135
buf_4,5,37.5
nor2_1,45,169
a32o_1,8,80.1
clkbuf_1,31,116
a211oi_1,10,75.1
o21ai_0,11,55.1
o221ai_1,25,219
nand2b_1,8,50.1
nor2b_1,33,206
nand2_1,38,143
o22ai_1,56,350
buf_2,34,170
inv_1,26,97.6
a221o_1,23,230
a22oi_1,112,841
o32a_1,23,230
nand3_1,13,65.1
a22o_1,24,210
mux2i_1,39,390
-- cells in the final DEF, fill, tap and decap left out, types with 10 or more instances in the layout --
master / instances
a211oi_1: 10
a21oi_1: 21
a221o_1: 23
a22o_1: 24
a22oi_1: 112
buf_4: 45
clkdlybuf4s50_1: 68
dlxtn_1: 512
inv_1: 26
mux2_2: 12
mux2i_1: 39
nand2_1: 38
nand3_1: 13
nor2_1: 43
nor2b_1: 28
o21ai_0: 11
o221ai_1: 25
o22ai_1: 56
o32a_1: 23
Power figures rest on the tool's default switching activity, not on a simulated workload.
