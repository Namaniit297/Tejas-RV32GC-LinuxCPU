## /design/flow/config.mk

```make
export PLATFORM = sky130hd
export DESIGN_NAME = BranchTargetBuffer
export DESIGN_NICKNAME = BranchTargetBuffer
export VERILOG_FILES = /design/flow/design.v
export SDC_FILE = /design/flow/constraint.sdc
export NUM_CORES = 4
export LEC_CHECK = 1
export CORE_UTILIZATION = 30
```

## /design/flow/design.v

```verilog
module BranchTargetBuffer (
    output reg [15:0] predictedTarget,
    output reg hit,
    output reg prediction,
    input [15:0] PC,
    input [15:0] wBIA,
    input [15:0] branchTarget,
    input PCSrc
);
    reg [15:0] BTB_Target [0:15];
    reg        BTB_Valid  [0:15];
    integer i;
    initial begin
        for (i = 0; i < 16; i = i + 1) begin
            BTB_Target[i] = 16'b0;
            BTB_Valid[i]  = 1'b0;
        end
    end
    always @(PC) begin
        if (BTB_Valid[PC[3:0]]) begin
            predictedTarget = BTB_Target[PC[3:0]];
            hit = 1'b1;
        end else begin
            predictedTarget = 16'b0;
            hit = 1'b0;
        end
    end
    always @(wBIA or branchTarget or PCSrc) begin
        if (PCSrc) begin
            BTB_Target[wBIA[3:0]] = branchTarget;
            BTB_Valid[wBIA[3:0]]  = 1'b1;
        end
    end
    always @(hit) begin
        prediction = hit ? 1'b1 : 1'b0;
    end
endmodule
```

## /design/flow/constraint.sdc

```tcl
current_design BranchTargetBuffer

set clk_period 4.3
set clk_io_pct 0.2

create_clock -name clk0 -period $clk_period

set non_clock_inputs [all_inputs -no_clocks]
set_input_delay [expr $clk_period * $clk_io_pct] -clock clk0 $non_clock_inputs
set_output_delay [expr $clk_period * $clk_io_pct] -clock clk0 [all_outputs]
```

## /design/flow/run.sh

```bash
#!/bin/bash
# OpenROAD 26Q1-2900-gdf79404cd8, Yosys 0.63+post, stock flow scripts
make -C /OpenROAD-flow-scripts/flow DESIGN_CONFIG=/design/flow/config.mk WORK_HOME=/design/flow/orfs finish
```

==> Slide: Implementation Results <==
Implementation Results

Outcome
  • Run status: finished, final reports clean

Yosys
  • Synthesis area per yosys: 6690 um^2
  • Number of enable flip-flop cells: 0
  • Register bit count reported by yosys: 272
  • Number of cell instances after yosys synthesis: 668
  • Number of instances in the synthesized netlist: 668
  • Mean cell area of the mapped netlist: 10.0 um^2
  • Area of the mapped netlist: 6690 um^2
  • Most common reg cell: sky130_fd_sc_hd__dlxtn_1
  • Asr flop ratio synth: 0%
  • Synth Warn #: 3
  • Number of distinct standard cells referenced by the synthesized netlist: 51

Floorplanning
  • Cell row count: 54
  • Area of the placeable core: 21800 um^2
  • Width of the die: 151 um
  • Die extent in y: 151 um
  • Chip footprint: 22900 um^2
  • Effective utilization at floorplan: 30.7%
  • Number of I/O pins: 67

Cells and area
  • Most frequent logic cell in the layout: sky130_fd_sc_hd__dlxtn_1
  • Area growth, synth to finish: 14.4%
  • Top cells excl fill/tap: 272 x sky130_fd_sc_hd__dlxtn_1, 46 x sky130_fd_sc_hd__buf_4, 44 x sky130_fd_sc_hd__a22oi_1
  • Ratio of cells with drive above 1 in the final layout: 9.09%
  • Share of the core filled with cells: 35.1%

Worst setup path
  • Cell family contributing the most delay on the critical path: buffers and inverters
  • Count of buffer and inverter cells on the critical path: 4
  • Critical Path Fanout Max: 18
  • Worst path cell trace: buf_2 > buf_4 > nor3_1 > nand2_1 > a21oi_1 > nor4_4 > buf_4 > nor3_1 > clkdlybuf4s50_1
  • Kind of critical path: in2out
  • Critical path depth in cells: 9
  • Largest incremental delay on the critical path: 600 ps
  • Data arrival, critical path: 3220 ps
  • Critical-path cell with the highest stage delay: sky130_fd_sc_hd__nor4_4
  • Critical Path RT: 3440 ps
  • CP Launch Type: primary input
  • Element type at the critical path end: output pin

Final timing
  • Final TNS setup: 0 ps
  • Number of setup violations in the final report: 0
  • Fin crit period: 4080 ps
  • Relative slew slack: 43.9%
  • RSZ-0062 raised after global routing: false
  • Number of register pins that no clock reaches: 272
  • Number of unconstrained endpoints: 256
  • Transition time at the pin with the least slew margin: 838 ps
  • Final hold violation count: 0
  • Timing-limited maximum frequency: 245 MHz
  • Period utilization: 95.0%
  • Count of final max-slew check failures: 0

Global routing
  • Gr usage total: 17.9%
  • Maximum number of pins on one net before global-route repair: 25
  • Met3 Use GR: 1.38%
  • Remaining Overflow, GRT: 0
  • GR peak layer: met2
  • First-pass GRT wire length: 29400 um
  • GRT met2 Usage: 29.0%
  • Number of antenna violations at the first check in global routing: 0
  • Number of global-route vias before repair: 4789
  • Global-route met1 utilization: 28.1%

Drt
  • Via count: 5123
  • Wirelength per Cell: 19.2 um
  • Number of search-and-repair iterations in the first detailed-routing pass: 7
  • DR vias/cell: 5.09
  • Violation count after the first detailed-route iteration: 326
  • Total wire length after detailed routing: 19300 um
  • Number of DRC violations after detailed routing: 0
  • Diode insertion count for antenna repair: 0
  • Antenna-violating nets left: 0

Min path
  • Hold Path Class: in2out
  • End point of the worst hold path: predictedTarget[11]
  • Worst hold stages: 5
  • Min-Delay Startpoint: PC[1]

Placed design
  • Count of buffers inserted at the top-level ports: 43
  • Final estimated routing congestion in global placement: 0.841
  • Estimated wirelength of the detail-placed design: 13200 um

Pwr
  • Worst voltage drop across the vdd grid: 32.6 uV
  • Power per unit of standard cell area: 79.8 nW/um^2
  • Leakage power: 3.46 nW

Flow run
  • Count of max-cap constraint violations: 0
  • Number of warnings in the stage logs: 56

Clock tree
  • Setup bufs post-CTS: 0
-- per-stage QoR --
stage | hold slack, ps | cell area (um^2) | std cells | power [mW] | worst slack, ps
2_1_floorplan | 2120 | 6750 | 683 | 0.419 | 1120
3_3_place_gp | 2630 | 7650 | 1006 | 0.608 | 141
3_5_place_dp | 2640 | 7650 | 1006 | 0.613 | 188
4_1_cts | 2640 | 7650 | 1006 | 0.614 | 143
5_1_grt | 2680 | 7650 | 1006 | 0.661 | 60.1
6_report | 2640 | 7650 | 1006 | 0.611 | 217
-- cells by family (layout without fill, tap and decap cells) --
kind of cell / count (synthesis) / after routing / share of synthesized area, %
latches: 272 / 272 / 61.0
and+or+nand+nor: 132 / 132 / 10.7
buffers and inverters: 59 / 102 / 4.26
muxes: 29 / 29 / 4.64
AOI/OAI and AO/OA: 175 / 175 / 19.3
other: 1 / 16 / 0.0561
-- cells in the mapped netlist, types with 9 or more instances --
library cell | count | area share [%]
sky130_fd_sc_hd__a21oi_1 | 37 | 2.8
sky130_fd_sc_hd__a221oi_1 | 15 | 2.0
sky130_fd_sc_hd__a22o_1 | 16 | 2.1
sky130_fd_sc_hd__a22oi_1 | 44 | 4.9
sky130_fd_sc_hd__buf_2 | 15 | 1.1
sky130_fd_sc_hd__clkbuf_1 | 22 | 1.2
sky130_fd_sc_hd__dlxtn_1 | 272 | 61
sky130_fd_sc_hd__inv_1 | 11 | 0.62
sky130_fd_sc_hd__mux2i_1 | 22 | 3.3
sky130_fd_sc_hd__nand2_1 | 23 | 1.3
sky130_fd_sc_hd__nand3_1 | 36 | 2.7
sky130_fd_sc_hd__nor2_1 | 10 | 0.56
sky130_fd_sc_hd__nor2b_1 | 16 | 1.5
sky130_fd_sc_hd__nor3_1 | 18 | 1.3
sky130_fd_sc_hd__nor4_1 | 9 | 0.84
sky130_fd_sc_hd__o22ai_1 | 12 | 1.1
-- power breakdown --
part / switching (mW) / internal, mW / total, mW
combinational: 0.221 / 0.176 / 0.397
clock: 0 / 0 / 0
sequential: 0.0318 / 0.182 / 0.213
total: 0.253 / 0.358 / 0.611
-- worst max path at each step --
| stage | from | to | slack, ps |
|---|---|---|---|
| after CTS | PC[0] | predictedTarget[5] | 140 |
| after global routing | PC[0] | predictedTarget[9] | 60 |
| final | PC[0] | predictedTarget[9] | 220 |
-- area by class of cell --
class                      count  area (um^2)
sequential                   272         4080
multi-input combinational    352         2380
inverter                      11         41.3
timing repair buffer          91          796
fill                        2186        14200
tap                          280          350
-- per-layer routing --
layer / vias up / wire [um]
li1: 2519 / -
met1: 2480 / 9210
met2: 117 / 9160
met3: 7 / 833
met4: 0 / 107
met5: - / 0
-- sequential cells by signal (all words and copies together) (netlist names) --
| name | flops |
|---|---|
| BTB_Target | 256 |
| BTB_Valid | 16 |
-- timing repair --
item	in CTS	in global routing
hold buffers	0	0
endpoints found under the hold margin	0	0
endpoints found under the setup margin	0	3
resized	0	1
No activity file was given, so power comes from the tool's default toggle rates.
