===== design.v =====
module data_memory #(
    parameter DATA_WIDTH = 64,    
    parameter ADDR_WIDTH = 6,     
    parameter MEM_SIZE   = 64     
)(
    input  wire                     clk,           
    input  wire                     memorywrite,   
    input  wire                     memoryread,    
    input  wire [DATA_WIDTH-1:0]    write_data,    
    input  wire [ADDR_WIDTH-1:0]    address,       
    output reg  [DATA_WIDTH-1:0]    read_data,     
    output wire [DATA_WIDTH-1:0]    debug_word0,   
    output wire [DATA_WIDTH-1:0]    debug_word1,   
    output wire [DATA_WIDTH-1:0]    debug_word2,   
    output wire [DATA_WIDTH-1:0]    debug_word3,   
    output wire [DATA_WIDTH-1:0]    debug_word4,   
    output wire [DATA_WIDTH-1:0]    debug_word5,   
    output wire [DATA_WIDTH-1:0]    debug_word6,   
    output wire [DATA_WIDTH-1:0]    debug_word7    
);
    reg [7:0] mem [0:MEM_SIZE-1];
    integer i;
    initial begin
        for (i = 0; i < MEM_SIZE; i = i + 1)
            mem[i] = 8'd0;
        mem[0]  = 8'd1;
        mem[8]  = 8'd2;
        mem[16] = 8'd3;
        mem[24] = 8'd4;
        mem[32] = 8'd5;
        mem[40] = 8'd6;
        mem[48] = 8'd7;
        mem[56] = 8'd8;
    end
    always @(*) begin
        if (memoryread) begin
            read_data = {mem[address+7], mem[address+6], mem[address+5], mem[address+4],
                         mem[address+3], mem[address+2], mem[address+1], mem[address+0]};
        end else begin
            read_data = {DATA_WIDTH{1'b0}};
        end
    end
    always @(posedge clk) begin
        if (memorywrite) begin
            mem[address+0] <= write_data[7:0];
            mem[address+1] <= write_data[15:8];
            mem[address+2] <= write_data[23:16];
            mem[address+3] <= write_data[31:24];
            mem[address+4] <= write_data[39:32];
            mem[address+5] <= write_data[47:40];
            mem[address+6] <= write_data[55:48];
            mem[address+7] <= write_data[63:56];
        end
    end
    assign debug_word0 = {mem[7],  mem[6],  mem[5],  mem[4],  mem[3],  mem[2],  mem[1],  mem[0]};
    assign debug_word1 = {mem[15], mem[14], mem[13], mem[12], mem[11], mem[10], mem[9],  mem[8]};
    assign debug_word2 = {mem[23], mem[22], mem[21], mem[20], mem[19], mem[18], mem[17], mem[16]};
    assign debug_word3 = {mem[31], mem[30], mem[29], mem[28], mem[27], mem[26], mem[25], mem[24]};
    assign debug_word4 = {mem[39], mem[38], mem[37], mem[36], mem[35], mem[34], mem[33], mem[32]};
    assign debug_word5 = {mem[47], mem[46], mem[45], mem[44], mem[43], mem[42], mem[41], mem[40]};
    assign debug_word6 = {mem[55], mem[54], mem[53], mem[52], mem[51], mem[50], mem[49], mem[48]};
    assign debug_word7 = {mem[63], mem[62], mem[61], mem[60], mem[59], mem[58], mem[57], mem[56]};
endmodule

===== run.sh =====
#!/bin/bash
# OpenROAD 26Q1-2900-gdf79404cd8, Yosys 0.63+post, stock flow scripts
make -C /OpenROAD-flow-scripts/flow DESIGN_CONFIG=/design/flow/config.mk WORK_HOME=/design/flow/orfs finish

===== config.mk =====
export PLATFORM = sky130hd
export DESIGN_NAME = data_memory
export DESIGN_NICKNAME = data_memory
export VERILOG_FILES = /design/flow/design.v
export SDC_FILE = /design/flow/constraint.sdc
export NUM_CORES = 4
export LEC_CHECK = 1
export CORE_UTILIZATION = 40

===== constraint.sdc =====
current_design data_memory

set clk_period 28.2
set clk_io_pct 0.2

create_clock -name clk0 -period $clk_period [get_ports {clk}]

set non_clock_inputs [all_inputs -no_clocks]
set_input_delay [expr $clk_period * $clk_io_pct] -clock clk0 $non_clock_inputs
set_output_delay [expr $clk_period * $clk_io_pct] -clock clk0 [all_outputs]

==> notes.org <==
#+TITLE: Physical design notes

** Global routing
- Per the GRT congestion report, total overflow comes to 965.
- In the global route stage, overall resource usage came out at 0.897.
- Via count of the first global-routing pass :: 110882
- Wire length of the first global-routing pass :: 1090000 um
- Entering global routing, the biggest net connects 105 pins.

** Synthesis
- By area the synthesized netlist is led by mux4_2 (21%), edfxtp_1 (21%), mux2i_1 (6.4%).
- Post-synth design cell area :: 0.0732 sq mm
- Share of the synthesized area in the top cell type :: 0.211
- The cell-mix breakdown from Yosys lists the simple-gate area share as 0.160.
- The area recorded from the Yosys report for this design is 0.0732 sq mm.
- Of all flip-flops after synthesis, the portion carrying an async set or reset was 0.
- Yosys stat counts 8484 cells in the synthesized netlist.
- Of the total synthesized cell area, the portion taken by XOR and XNOR cells is 0.00484.
- In this run, the synthesized area fraction spent on AND-OR/OR-AND gates is recorded as 0.282.
- Comb area leader :: AND-OR/OR-AND gates
- Sequential-to-total area share from yosys stat :: 0.210
- MUX share of area :: 0.280
- Synth Area in Adders :: 0.00154
- Synthesis handed over a netlist of 8484 instances.
- Number of synthesized register bits :: 512
- For this run, the number of Yosys warnings is 1.
- The commonest register cell is edfxtp_1.
- Of all cell types, the one taking the most synthesized area is mux4_2.
- The post-synth count of flops with an enable pin is 512.
- The netlist uses 105 different library cells.
- A synthesized cell averages 8.62 sq um.

** Clock network
- The H-tree was split into 3 levels.
- No sink is reached through more buffers than the 3 on the longest clock path.
- After clock tree synthesis, the flow added hold-fix buffers numbering 0.
- The cell sitting at the root of the clock tree is a clkbuf_16.
- The clock net in this run drives a total of 512 sinks.
- Per the TritonCTS log, the buffer count is 68.
- Number of buffers inserted by post-CTS setup repair :: 0
- Count of instances resized after the clock tree is built :: 0

** Run status
- Last stage the flow got to :: 5_1_grt
- The flow did not finish.
- The tool reported: "[ERROR GRT-0116] Global routing finished with congestion. Check the congestion regions in the DRC Viewer".

** Floorplan
- The floorplan step set the die width to 430 um.
- At the floorplan stage, the core utilization is reported as 0.404.
- Vertical die size :: 430 um
- Total I/O pin count :: 649
- The floorplan has 156 rows.

** Placement
- Port-buffer cells :: 648
- Post-Place Worst Slack :: 10.81 ns
- Estimated wirelength of the detail-placed design :: 549000 um
- Routability cong. :: 1.37
-- per-layer routing --
metal,overflow,GRT usage
met5,31,0.784
met3,192,0.871
met1,116,0.903
met2,320,0.953
met4,306,0.830
-- Yosys cell counts (38+ instances only) --
cell	instances
a211o_1	46
a211oi_1	185
a21oi_1	682
a221o_1	120
a221oi_1	148
a22oi_1	62
a31oi_1	240
and3_1	38
buf_1	72
buf_2	196
clkbuf_1	769
edfxtp_1	512
mux2i_1	466
mux4_2	685
nand2_1	805
nand3_1	227
nand4_1	66
nor2_1	948
nor3_1	272
nor4_1	57
o211ai_1	168
o21ai_0	267
o221ai_1	164
o22a_1	50
o22ai_1	525
-- cells by family after synthesis --
family,count (synthesis)
fa+ha+maj,9
mux,1186
buf+inv,1086
simple gates,2627
compound gates,3030
xor+xnor,34
flops,512
-- metrics by stage --
step | utilization | hold WS (ns) | instance area [sq um] | power, W | std cells
2_1_floorplan | - | 5.96 | 73200 | 0.00173 | 8484
3_5_place_dp | 0.464 | 6.32 | 84000 | 0.00278 | 11149
3_3_place_gp | 0.464 | 6.29 | 84000 | 0.00278 | 11149
4_1_cts | 0.476 | 5.54 | 86300 | 0.00371 | 11274
Power figures rest on the tool's default switching activity, not on a simulated workload.
